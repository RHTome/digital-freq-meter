--- /design/flow/config.mk ---
export PLATFORM = sky130hd
export DESIGN_NAME = Dotled
export DESIGN_NICKNAME = Dotled
export VERILOG_FILES = /design/flow/design.v
export SDC_FILE = /design/flow/constraint.sdc
export NUM_CORES = 4
export LEC_CHECK = 1
export CORE_AREA = 10 10 70 70
export DIE_AREA = 0 0 80 80
--- /design/flow/constraint.sdc ---
current_design Dotled

set clk_period 1.0
set clk_io_pct 0.2

create_clock -name clk0 -period $clk_period [get_ports {Store}]

set non_clock_inputs [all_inputs -no_clocks]
set_input_delay [expr $clk_period * $clk_io_pct] -clock clk0 $non_clock_inputs
set_output_delay [expr $clk_period * $clk_io_pct] -clock clk0 [all_outputs]
--- /design/flow/design.v ---
module Dotled (DotLed, Store, nRST, measure_mode, N, F_sel, T_sel); 
output reg 	[2:0]   DotLed;
input      	[1:0]	F_sel, T_sel;
input      			Store, nRST, measure_mode;
input 		[15:0] 	N;
always @(posedge Store, negedge nRST)
begin
	if(!nRST) 
		DotLed <= 3'b000;
	else begin
		case(measure_mode)
			0:begin
				case(F_sel)
					2'b00: DotLed <= 3'b100;
					2'b01: DotLed <= 3'b010;
					2'b10: DotLed <= 3'b001;
					2'b11: DotLed <= 3'b000;
				endcase	
			end
			1:begin
				if(N==1000)begin
					case(T_sel)
						2'b00: DotLed <= 3'b010;
						2'b01: DotLed <= 3'b001;
						2'b10: DotLed <= 3'b000;
					endcase
				end
				else begin
					case(T_sel)
						2'b00: DotLed <= 3'b100;
						2'b01: DotLed <= 3'b010;
						2'b10: DotLed <= 3'b001;
					endcase
				end
			end
		endcase
	end
end
endmodule
--- /design/flow/run.sh ---
#!/bin/bash
# OpenROAD 26Q1-2900-gdf79404cd8, Yosys 0.63+post, stock flow scripts
make -C /OpenROAD-flow-scripts/flow DESIGN_CONFIG=/design/flow/config.mk WORK_HOME=/design/flow/orfs finish
==> deck_impl_summary.md <==
Physical Implementation Snapshot

Yosys
  • Number of flops mapped to enable cells by yosys: 0
  • Most common cell in the netlist: inv_1
  • Dominant flop cell: dfrtp_1
  • Post-Synthesis Cells: 27
  • Commonest cells in the netlist: inv_1, dfrtp_1, ha_1
  • YS warnings: 1
  • Synthesis-stage register bit count: 3
  • Yosys cell count: 27
  • Post-synth cell types: 20
  • Synth async-reset ratio: 1.00
  • Leading area contributor after synthesis: dfrtp_1
  • Register share after synthesis: 0.248
  • Yosys chip area: 303 um2
  • Top cells by area: dfrtp_1, ha_1, nor4b_4, inv_1, mux2_4
  • Mean Syn Cell Area: 11.2 um2
  • Synthesized area: 303 um2
  • Area leader share: 0.248

CTS
  • Hold-fix buffers at CTS: 0
  • CTS sink cnt: 3
  • H-tree levels: 1
  • Reg clk slew, reported paths: 40 ps
  • Clock latency (worst-skew pair): 230 ps
  • TritonCTS clock tree: yes
  • Num CTS Buffers: 3
  • CTS root buf: clkbuf_4
  • Clock buffer depth: 2

Critical path
  • Worst EP required: 1110 ps
  • Worst R2R Path Depth: 3
  • WP depth: 5
  • Arrival time at the worst endpoint: 1340 ps
  • Cell Chain, Critical Path: buf_6 -> nor4b_4 -> nand4_2 -> mux2_4 -> a221o_1
  • Critical path's top delay family: simple AND/OR/NAND/NOR gates
  • Critical Path Sink: DotLed[0]
  • Worst Path Buf+Inv: 1
  • Crit. End Element: register
  • Worst-path fanout max: 2
  • RR Startpoint: DotLed[1]
  • FF-to-FF setup slack: -160 ps
  • CP max stage delay: 320 ps
  • Type of origin of the critical path: input pin
  • CP Launch Point: N[0]
  • Critical path class: input pin to register
  • CP max-delay cell: mux2_4
  • R2R Path End: DotLed[1]

Cells and area
  • Largest register FFs: 3
  • Layout overhead on the synthesized area: 136%
  • Gate Area: 278 um2
  • Fin area: 716 um2
  • Largest Register: DotLed
  • Share of layout cells above drive strength 1: 0.603
  • Biggest regs: DotLed x3
  • Reg area: 75.1 um2
  • FILL cells: 386

Die
  • Total core area: 3420 um2
  • Die H: 80 um
  • Die Size: 6400 um2
  • # rows: 21
  • Floorplan Utilization: 0.0886
  • Die width: 80 um
  • Boundary Pins: 26

Global routing
  • Initial antenna violation count: 1
  • Largest net degree at the start of global routing: 8
  • First-pass GRT wire length: 1.95 mm
  • GRT Total Usage: 0.0380
  • Vias in the first global route: 390
  • Grt ovf: 0

Route
  • Initial drt markers: 31
  • DRC: 0
  • Vias: 355
  • WL/cell: 10.8 um
  • Antenna-violating nets left: 0
  • Detailed-route wire length: 1.19 mm
  • Post-DR vias/cell: 3.23
  • TritonRoute pass-1 iters: 2

STA
  • RSZ-0062 raised after global routing: true
  • Max-slew violation count: 0
  • Setup_tns: -470 ps
  • Fin crit period: 1220 ps
  • Max-slew headroom: 0.839
  • Clock Skew: 0 ps
  • Final tally of hold violations: 0
  • Fin worst setup slack: -221 ps
  • Crit share post-route: 1.22
  • Peak Freq: 0.819 GHz
  • Worst Max-Slew Pin Slew: 239 ps
  • Final setup vio count: 3

Power and ir drop
  • Leakage power: 0.321 nW
  • Total chip power: 578 uW
  • Cell area power density: 808 nW/um2
  • Worst IR Drop VDD: 291 uV

Run status
  • Status: finished, violations left
  • Failing checks: negative setup slack

Job
  • Max Cap Violations: 0
  • Log Warnings: 30

Place
  • Placed Area: 701 um2
  • Pre-CTS WS: -958 ps
  • GP Congestion: 0.802
  • Buffers on Ports: 25

Worst hold path
  • Worst min path class: input pin to async pin
[per-layer routing]
metal / vias up / part of all wire / track usage
met5: - / 0 / 0
met4: 0 / 0.015 / 0.00528
met3: 4 / 0.11 / 0.0216
met2: 12 / 0.47 / 0.0610
met1: 159 / 0.40 / 0.0440
li1: 180 / - / -
[power breakdown]
part           internal [mW]  switching (mW)
sequential             0.135         0.00687
clock                  0.150          0.0731
combinational          0.137          0.0759
total                  0.423           0.156
[cell usage in the layout (no fill, tap or decap), drive strengths merged]
master	Yosys	final
a21oi	1	1
a221o	1	1
a22o	1	1
a311o	1	1
a311oi	1	1
and4b	1	1
and4bb	1	1
buf	0	20
clkbuf	0	6
clkdlybuf4s15	0	3
clkdlybuf4s50	0	3
dfrtp	3	3
diode	0	1
dlygate4sd2	0	4
ha	3	3
inv	4	4
mux2	1	1
nand4	1	1
nor2	1	1
nor2b	1	1
nor3	1	1
nor3b	1	1
nor4	1	1
nor4b	3	3
[metrics by stage]
stage                     hold slack (ps)   util  std cells
after global placement                400  0.205        103
after global routing                  149  0.210        110
after floorplan                     -95.6      -         27
final                                 143  0.210        110
after CTS                             141  0.205        109
after detailed placement              398  0.205        103
[cells by family (layout without fill, tap and decap cells)]
logic type      after synthesis  after routing  synth area share
mux                           1              1            0.0496
simple gates                 11             11             0.388
compound gates                5              5             0.140
other cells                   0              1                 0
buf+inv                       4             40            0.0496
flops                         3              3             0.248
fa+ha+maj                     3              3             0.124
[how the worst min path moves through the flow]
stage | to | slack [ps]
after global routing | DotLed[2] | 150
final | DotLed[2] | 140
after CTS | DotLed[2] | 140
[final cells by class]
cell class / instances / area share
Tap cell: 46 / 0.0804
Sequential cell: 3 / 0.105
Clock buffer: 4 / 0.0367
Antenna cell: 1 / 0.00350
Multi-Input combinational cell: 20 / 0.388
Inverter: 4 / 0.0315
Timing Repair Buffer: 32 / 0.355
[timing repair]
item,CTS,global route
setup buffers,2,0
pin swaps,7,5
setup endpoints to repair,6,5
gates resized,67,7
Power is estimated from default activity; no workload was simulated.
