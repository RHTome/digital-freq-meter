$ cat design/flow/design.v
module Clock_nRST(clk_wait, measure_mode, CLK_50, F_sel, T_sel);
output	[6:0]	clk_wait;
input 			CLK_50;
input	[1:0]	F_sel, T_sel;
input			measure_mode;
reg		[6:0]	clk_wait;
always @(posedge CLK_50) begin
	case(measure_mode)
		0:begin
			case(F_sel)
				2'b00:clk_wait<=7'b000_0001;
				2'b01:clk_wait<=7'b000_0010;
				2'b10:clk_wait<=7'b000_0100;
				2'b11:clk_wait<=7'b000_1000;
			endcase
		end
		1:begin
			case(T_sel)
				2'b00:clk_wait<=7'b001_0000;
				2'b01:clk_wait<=7'b010_0000;
				2'b10:clk_wait<=7'b100_0000;
			endcase
		end
	endcase
end
endmodule
$ cat design/flow/run.sh
#!/bin/bash
# OpenROAD 26Q1-2900-gdf79404cd8, Yosys 0.63+post, stock flow scripts
make -C /OpenROAD-flow-scripts/flow DESIGN_CONFIG=/design/flow/config.mk WORK_HOME=/design/flow/orfs finish
$ cat design/flow/config.mk
export PLATFORM = sky130hd
export DESIGN_NAME = Clock_nRST
export DESIGN_NICKNAME = Clock_nRST
export VERILOG_FILES = /design/flow/design.v
export SDC_FILE = /design/flow/constraint.sdc
export NUM_CORES = 4
export LEC_CHECK = 1
export CORE_AREA = 10 10 70 70
export DIE_AREA = 0 0 80 80
$ cat design/flow/constraint.sdc
current_design Clock_nRST

set clk_period 1.1
set clk_io_pct 0.2

create_clock -name clk0 -period $clk_period [get_ports {CLK_50}]

set non_clock_inputs [all_inputs -no_clocks]
set_input_delay [expr $clk_period * $clk_io_pct] -clock clk0 $non_clock_inputs
set_output_delay [expr $clk_period * $clk_io_pct] -clock clk0 [all_outputs]
==> results_slide.txt <==
Flow Results at a Glance

GRT
  • Initial antenna violation count: 0
  • Vias in the first global route: approximately 200
  • Largest net degree at the start of global routing: 8
  • First-pass GRT wire length: approximately 850 µm
  • Global route overflow: 0
  • GRT Util Overall: 1.71%

Floorplan
  • Die ar.: 6400 µm²
  • Row count: 21
  • Die Width: approximately 80 µm
  • I/O pin cnt: 13
  • Fp util: slightly above 9%
  • Core ar.: 3420 µm²
  • Die Span Y: 80 µm

Flow run
  • Max Cap Viol: 0
  • OpenROAD warnings: 30

Critical path
  • Slowest CP cell: or4b_4
  • CP endpoint kind: register
  • CP Buf/Inv Count: 2
  • Worst EP required: 1080 ps
  • CP max stage delay: between 500 and 600 ps
  • Critical path class: in2reg
  • Critical path fanouts, max: 7
  • Worst setup SP type: input port
  • Worst path cell trace: buf_12 > inv_12 > ha_4 > or4b_4
  • Worst Path Arrival: 1080 ps
  • Delay-heaviest family, CP: simple AND/OR/NAND/NOR gates

Logic synthesis
  • Post-Synth AOI/OAI Area: 0%
  • Yosys Instances: 20
  • Yosys adder share: between 10% and 20%
  • Yosys xor share: 0%
  • Netlist cell types: 9
  • Simple Share, Synth: 19.4%
  • Synth Seq Share: 66.4%
  • Mapped Cells: 20
  • Synth mux share: 0%
  • Synth Area per Inst: 15.8 µm²
  • Mapped cell area: ~320 µm²
  • Synth logic family: simple AND/OR/NAND/NOR gates
  • Yosys Warn Count: 1
  • Yosys stat area: 317 µm²
  • Flops out of synthesis: 7

Run status
  • Status: finished, final reports clean

Detailed routing
  • Via-to-Cell Ratio: 2.52
  • Detailed Route WL: 625 µm
  • Average wire per standard cell: about 7.5 µm
  • N_diodes: 0
  • Drt pass-1 iters: 2
  • DRT iter0 DRCs: 7
  • Final ANT Viol Nets: 0
  • DRC violations left: 0
  • Via count: 209

Final timing
  • # setup viols final: 0
  • Worst slew pin tran: 170 ps
  • Fin crit period: 1090 ps
  • Hold slack final: 419 ps
  • Max Freq: 0.915 GHz
  • Final max-slew violation count: 0
  • Setup WS post-layout: approximately 7.7 ps
  • RSZ-0062 raised after global routing: true
  • Max-slew headroom: 88.5%
  • Endpoints failing hold: 0
  • Tcrit/Tclk final: between 90% and 100%

Cells and area
  • Fillcell total: 381
  • Layout area overhead: 92.1%
  • Storage cell area: 210 µm²
  • Largest Register: clk_wait
  • Biggest registers after layout: clk_wait x7
  • Max reg flops: 7
  • Non-filler instance count after layout: 83
  • Logic area: 140 µm²
  • Layout cells sized above 1: 40.5%

CTS
  • CTS clock-pin slew for the worst setup and hold paths: 50 ps
  • CTS max path bufs: 2
  • Setup Buffers After CTS: 0
  • Cts bufs inserted: 3
  • CTS H-tree depth: 1
  • Root Driver: clkbuf_4
  • TritonCTS clock tree: done
  • Clk sink count: 7

Hold path
  • Worst Hold Class: in2reg

Placement
  • Worst slack, placed: -845 ps
  • Number of instances in the placed design: 80
  • GPL Wtd Cong: around 0.67
  • DP Wirelength: 553 µm
  • Input/output buffers: 12

Power and ir drop
  • Worst-case vdd ir drop: 0.221 mV
  • PwrDens: 1090 nW/µm²
  • LEAKAGE: between 0.2 and 0.25 nW
-- stage by stage --
stage | area (µm²) | util (%) | TNS (ps) | total power [mW]
after floorplan | 370 | - | -799 | 0.362
after global placement | 563 | 16.5 | -7280 | 0.453
after detailed placement | 563 | 16.5 | -7450 | 0.457
after CTS | 598 | 17.5 | -655 | 0.670
after global routing | 608 | 17.8 | -4.02 | 0.691
final | 608 | 17.8 | 0 | 0.666
-- synthesized netlist by cell type --
cell      number  area, µm²
inv_1          2       7.51
nor3_1         1       5.00
ha_1           3       37.5
and3b_2        1       10.0
nor3b_1        2       15.0
nor2b_1        1       6.26
or4b_1         1       10.0
edfxtp_1       7        210
and2_2         2       15.0
-- cell families after synthesis --
kind of cell	Yosys count
buf+inv	2
flops	7
simple gates	8
fa+ha+maj	3
-- per-layer routing --
metal | up-vias | global-route usage [%] | wire (µm)
li1 | 105 | - | -
met1 | 85 | 1.43 | 229
met2 | 14 | 2.57 | 237
met3 | 5 | 1.25 | 97
met4 | 0 | 1.58 | 61
met5 | - | 0 | 0
-- power breakdown --
group	switching [mW]	internal, mW	total [mW]	leakage (nW)
clock	0.0880	0.138	0.226	0.0150
combinational	0.0384	0.0725	0.111	0.138
sequential	0.00493	0.324	0.329	0.0764
-- worst min-delay path, delay by kind of cell --
| kind | cells | cell delay [ps] |
|---|---|---|
| fa+ha+maj | 1 | 120 |
| simple gates | 1 | 120 |
| buf+inv | 1 | 100 |
-- repair_timing --
action / in CTS / in global routing
pin swaps: 1 / 2
endpoints found under the setup margin: 17 / 10
gates cloned: 0 / 0
resized: 23 / 8
hold buffers: 0 / 0
-- worst paths after layout --
check  slack [ps]  depth (start not counted)     start          end
min           420                          3  T_sel[1]  clk_wait[6]
max             8                          4  T_sel[0]  clk_wait[6]
-- layout make-up --
class	count	area share (%)
flip-flops and latches	7	34.6
repair buffers	13	23.3
multi-input cells	11	23.0
well taps	46	9.47
inverters	2	5.35
clock buffers	4	4.32
-- cell usage in the layout, fill, tap and decap left out --
cell type        n
and2_2           2
and3b_2          1
buf_12           2
buf_4            1
clkbuf_1         1
clkbuf_4         3
clkdlybuf4s15_1  3
clkdlybuf4s50_1  2
dlygate4sd2_1    5
edfxtp_1         7
ha_4             3
inv_12           2
nor2b_1          1
nor3_1           1
nor3b_1          2
or4b_4           1
Power and IR drop assume default switching activity.
